==> flow/config.mk <==
export PLATFORM = sky130hd
export DESIGN_NAME = pwm
export DESIGN_NICKNAME = pwm
export VERILOG_FILES = /design/flow/design.v
export SDC_FILE = /design/flow/constraint.sdc
export NUM_CORES = 4
export LEC_CHECK = 1
export CORE_UTILIZATION = 40
==> flow/constraint.sdc <==
current_design pwm

set clk_period 3.6
set clk_io_pct 0.2

create_clock -name clk0 -period $clk_period [get_ports {clk}]

set non_clock_inputs [all_inputs -no_clocks]
set_input_delay [expr $clk_period * $clk_io_pct] -clock clk0 $non_clock_inputs
set_output_delay [expr $clk_period * $clk_io_pct] -clock clk0 [all_outputs]
==> flow/design.v <==
module pwmOC
#(
parameter WIDTH=17,
HRBITS=3
)
(
input wire clk,
input wire rst,
input wire [WIDTH-HRBITS-1:0] tb,
output reg falling,
output reg [(1<<HRBITS)-1:0] pwmD,
input wire [WIDTH-1:0] cmpL,
input wire [WIDTH-1:0] cmpH
);
reg [WIDTH-1:0] cmpL_int, cmpL_int_next;
reg falling_next;
reg x, x_next;
reg [(1<<HRBITS)-1:0] pwmD_next;
always_ff @(posedge clk, posedge rst) begin
	if(rst) begin
		pwmD <= '1;
		x <= '1;
		cmpL_int <= 'd50;
		falling <= '0;
	end else begin
		pwmD <= pwmD_next;
		x <= x_next;
		cmpL_int <= cmpL_int_next;
		falling <= falling_next;
	end
end
always_comb begin
	x_next = x;
	falling_next = 1'b0;
	cmpL_int_next = cmpL_int;
	pwmD_next = {(1<<HRBITS){x}};
	if(tb==cmpH[WIDTH-1:HRBITS]) begin
		x_next = '1;
		pwmD_next = {((1<<HRBITS)){1'b1}} << cmpH[HRBITS-1:0];
		cmpL_int_next = cmpL;
	end else if (tb == cmpL_int[WIDTH-1:HRBITS]) begin
		x_next = '0;
		falling_next = 1'b1;
		pwmD_next = {((1<<HRBITS)){1'b1}} >> ((1<<HRBITS) - cmpL_int[HRBITS-1:0]);
	end
end
endmodule
module deltasigma
#(
	parameter BITS=5
)
(
	input wire clk,
	input wire rst,
	input wire [BITS-1:0] data_in,
	input wire next,
	output wire out
);
reg [BITS+1:0] sigma, sigma_next;
assign out = sigma[BITS+1];
wire [BITS+1:0] delta = out? ({2'b11,{BITS{1'b0}}}) : '0;
wire [BITS+1:0] delta_out = {2'b00,data_in}  + delta;
wire [BITS+1:0] sigma_out = delta_out + sigma;
always_ff @(posedge clk or posedge rst) begin
	if(rst) begin
		sigma <= '0;  
	end else begin
		sigma <= sigma_next;
	end
end
always_comb begin
	sigma_next = sigma;
	if(next) begin
		sigma_next = sigma_out;
	end
end
endmodule
module pwm
#(
parameter WIDTH = 20,  
parameter HRBITS = 3,
parameter PERIOD = 'hff,
parameter DSBITS = 5
)
(
input wire clk,
input wire rst,
input wire [WIDTH-1:0]cmpA,
input wire [DSBITS-1:0] ds_fraction,
output wire [(1<<HRBITS)-1:0] pwm0D,
output wire [(1<<HRBITS)-1:0] pwm1D,
output wire tb_dbg
);
reg [WIDTH-HRBITS-1:0] tb;
reg [WIDTH-HRBITS-1:0] tb_next;
reg [WIDTH-HRBITS-1:0] prd, prd_next;   
reg [WIDTH-HRBITS-1:0] midPrd;
reg [WIDTH-1:0] cmpL1;
wire ds_out;
wire tw_out;
wire tw_next_out;
wire falling0, falling1;
deltasigma #(.BITS(DSBITS)) DS(.clk, .rst, .data_in(ds_fraction), .next(tw_next_out), .out(ds_out));
twister TWISTER(.clk, .rst, .d_in(ds_out), .d_out(tw_out), .next_out(tw_next_out), .next(falling0 | falling1));
pwmOC #(.WIDTH(WIDTH), .HRBITS(3)) OC0(.clk(clk), .rst(rst), .tb(tb), .pwmD(pwm0D), .falling(falling0),
	.cmpH('0),
	.cmpL(cmpA + tw_out));
pwmOC #(.WIDTH(WIDTH), .HRBITS(3)) OC1(.clk(clk), .rst(rst), .tb(tb), .pwmD(pwm1D), .falling(falling1),
	.cmpH( {{HRBITS{1'b0}},midPrd}<<HRBITS),
	.cmpL(cmpL1 + tw_out));
assign tb_dbg = tb[5];
always_comb begin 
	midPrd = (prd>>1) + 'd1;
	cmpL1 = ({midPrd,{HRBITS{1'b0}}})+cmpA[WIDTH-1:0];
	if(cmpL1 > {prd,{HRBITS{1'b0}}}) begin
		cmpL1 = cmpL1 - ({prd,{HRBITS{1'b0}}});
	end
end
always_ff @(posedge clk, posedge rst) begin
	if(rst) begin
		prd <= PERIOD;
		tb <= 1'b0;
	end else begin
		tb <= tb_next;
		prd <= prd_next;
	end
end
always_comb begin
	tb_next = tb+1;
	prd_next = prd;
	if(tb==prd) begin
		tb_next = '0;
	end
end
endmodule
module twister(
input wire clk, rst,
input wire d_in,
input wire next,
output wire d_out,
output reg next_out
);
reg [2:0] state;
reg [2:0] state_next;
reg d0, d1;
reg d0_next, d1_next;
assign d_out = d0;
always_ff @(posedge clk or posedge rst) begin
	if(rst) begin
		state <= '0;
		d0 <= '0;
		d1 <= '0;
	end else begin
		state <= state_next;
		d0 <= d0_next;
		d1 <= d1_next;
	end
end
always_comb begin
	state_next = state;
	d0_next = d0;
	d1_next = d1;
	next_out = '0;
	case (state)
	3'd0: begin
		if(next) begin
			next_out = '1;
			d0_next = d_in;
			state_next = state+1;
		end
	end
	3'd1: begin
		next_out = '1; 	
		d1_next = d_in;
		state_next = state+1;
	end
	3'd2: begin
		if(next) begin
			d0_next = d1;
			state_next = state+1;
		end
	end
	3'd3: begin
		if(next) begin
			next_out = '1; 	
			d1_next = d_in;
			state_next = state+1;
		end
	end
	3'd4: begin
		next_out = '1;
		d0_next = d_in;
		state_next = state+1;
	end
	3'd5: begin
		if(next) begin
			d0_next = d1;
			state_next = '0;
		end
	end
	endcase
end
endmodule
==> flow/run.sh <==
#!/bin/bash
# OpenROAD 26Q1-2900-gdf79404cd8, Yosys 0.63+post, stock flow scripts
make -C /OpenROAD-flow-scripts/flow DESIGN_CONFIG=/design/flow/config.mk WORK_HOME=/design/flow/orfs finish
==> impl_metrics.py <==
# Metrics from the implementation run
metrics = {
    "run_status": {
        "status": "complete, no violations",
    },
    "die": {
        "core.rowCount": 43,
        "fp_util_pct": 41.5,
        "die_x_um": 123,
        "ios": 44,
        "die_y_um": 123,
        "die_area_um2": 15100,
        "core_um2": 14000,
    },
    "timing": {
        "worst_slew_pin_slew_ns": 0.779,
        "tns_ns": 0,
        "worst_hold_slack_ns": 0.486,
        "rsz0062_at_grt": "no",
        "slew_violations": 0,
        "fin_crit_sh_pct": 94.2,
        "fmax_mhz": 295,
        "fin_crit_ns": 3.39,
        "setup_violations": 0,
        "finalHoldViolCount": 0,
        "maxSlewHeadroom_pct": 48.0,
        "skew_ns": 0.0106,
    },
    "power": {
        "p_int_w": 0.00162,
        "swShare_pct": 25.2,
        "power_frac_seq_pct": 47.1,
        "leakagePower_nw": 3.00,
        "clkPwrFrac_pct": 39.8,
        "power_density_nw_per_um2": 307,
        "p_sw_w": 0.000548,
        "combPwrFrac_pct": 13.1,
        "vdd.ir_drop.worst_mv": 0.240,
    },
    "drt": {
        "wl_per_cell_um": 13.8,
        "num_vias": 4754,
        "first_pass_iters": 4,
        "antenna_cells": 0,
        "detail-route-antenna-nets": 0,
        "avgViaCountPerCell": 5.14,
        "wl_um": 12800,
        "drc": 0,
        "initialDrtViolationCount": 340,
    },
    "hold_path": {
        "min_path_cells": 2,
        "hold_start": "DS.sigma[2]$_DFFE_PP0P_",
        "hold_class": "flop to flop",
        "min_to": "DS.sigma[2]$_DFFE_PP0P_",
    },
    "yosys": {
        "synthCells": 665,
        "yosys_cells": 665,
        "edf_count": 0,
        "top_cell_area_share_pct": 27.9,
        "postSynthSeqShare_pct": 38.7,
        "synth_area_um2": 5830,
        "avgSynthCellArea_um2": 8.77,
        "yosysTopAreaCell": "dfrtp_1",
        "ys_warn_count": 4,
        "synthArstFlopShare_pct": 100,
        "adder_share_pct": 4.85,
        "flop_cell": "dfrtp_1",
        "yosysChipArea_um2": 5830,
        "synthXorXnorAreaFrac_pct": 14.4,
        "ys_types": 73,
        "ys_sh_aoi_pct": 14.5,
        "top_cells_by_area": "dfrtp_1 (28%), dfstp_2 (11%), xnor2_1 (9.8%)",
        "ys_ff": 89,
        "mux_area_share_pct": 1.22,
        "synthTopLogicFamily": "simple AND/OR/NAND/NOR gates",
        "yosys.area_share.simple_pct": 21.4,
    },
    "clock_network": {
        "clkSinkCount": 89,
        "post_cts_buffers": 0,
        "holdBufCountCts": 0,
        "clkLatencyLatePin_ns": 0.34,
        "cts_max_level": 3,
        "cts_tree": "done",
        "clockBufferDepth": 2,
        "clk_pin_slew_ns": 0.07,
        "clockRootBuffer": "clkbuf_16",
        "cts_resized": 0,
        "cts_buffers": 9,
    },
    "global_routing": {
        "track_usage_pct": 18.9,
        "grt_pass1_wl_um": 21900,
        "antenna_found_initial": 0,
        "grt_pass1_vias": 4366,
        "grt_max_degree": 46,
        "gr-total-overflow": 0,
    },
    "critical_path": {
        "r2r-start": "tb[0]$_DFF_PP0_",
        "slowest_delay_ns": 0.53,
        "crit_type": "input pin to flop",
        "rrSetupSlack_ns": 0.77,
        "cpMostUsedCell": "inv_1",
        "worst-r2r-cell-count": 8,
        "critPathBufInv": 4,
        "startpoint_type": "input pin",
        "reg2reg_to": "OC0.cmpL_int[6]$_DFFE_PP0P_",
        "crit_family": "simple AND/OR/NAND/NOR gates",
        "crit_cells": 12,
        "required_ns": 3.87,
        "worstPathArrival_ns": 3.66,
        "end_kind": "flop",
        "path_max_fanout": 16,
        "worstPathCellList": "clkdlybuf4s50_1 -> buf_4 -> inv_1 -> ha_1 -> inv_1 -> o31a_1 -> nand2_1 -> or4b_1 -> o22ai_1 -> o21ai_1 -> or4_1 -> nand3_1",
        "critical-path-slowest-cell": "or4_1",
    },
    "run": {
        "max-cap-violations": 0,
        "warnings": 30,
    },
    "place": {
        "port_buffers": 43,
        "hpwl_um": 10000,
        "gp_congestion": 0.900,
    },
    "cells_and_area": {
        "syn_to_final_growth_pct": 21.3,
        "final_cell_mix": "nand2_1 (71), dfrtp_1 (65), xnor2_1 (65)",
        "final_common_cell": "nand2_1",
        "drive_gt1_share_pct": 16.8,
        "fill_cells": 1249,
    },
}
sequential cells by signal, indices dropped and copies added, names as in the netlist:
register	cells
OC0.pwmD	8
OC1.cmpL_int	20
tb	17
TWISTER.d1	1
TWISTER.d0	1
OC0.falling	1
DS.sigma	7
OC1.pwmD	8
TWISTER.state	3
OC1.x	1
OC0.cmpL_int	20
OC0.x	1
OC1.falling	1
power by group through the flow:
stage,logic [W],clock network [W],registers [W]
6_report,0.000285,0.000863,0.00102
5_1_grt,0.000316,0.000942,0.00102
4_1_cts,0.000285,0.000889,0.00102
layer usage:
metal	vias up	global-route usage (%)	share of wire, %
li1	2456	-	-
met1	2193	32.4	52
met2	92	25.1	41
met3	13	4.36	5.1
met4	0	2.59	1.4
met5	-	0	0
how the worst max path moves through the flow:
stage / start / end / slack [ns]
final: cmpA[10] / OC1.cmpL_int[18]$_DFFE_PP0P_ / 0.21
after global routing: cmpA[10] / OC1.cmpL_int[14]$_DFFE_PP0P_ / 0.004
after CTS: cmpA[10] / OC1.cmpL_int[19]$_DFFE_PP0P_ / 0.21
synth_stat cells, types with 17 or more instances:
| cell | n |
|---|---|
| a21oi_1 | 41 |
| and3_1 | 17 |
| clkbuf_1 | 32 |
| dfrtp_1 | 65 |
| dfstp_2 | 24 |
| ha_1 | 21 |
| inv_1 | 29 |
| nand2_1 | 71 |
| nand3_1 | 21 |
| nor2_1 | 54 |
| o21ai_0 | 44 |
| xnor2_1 | 65 |
| xor2_1 | 31 |
worst reg2reg max path, stage by stage (launching register included):
cell	delay [ns]
dfrtp_1	0.50
inv_1	0.11
ha_1	0.14
or4b_2	0.58
nor4_1	0.42
nor2b_2	0.53
buf_4	0.30
nor2_1	0.07
a21oi_1	0.12
layout make-up:
class	count	area (um^2)	share of cell area (%)
clock buffer	9	225	3.18
clock inverter	7	52.6	0.743
multi-input combinational	506	3300	46.6
timing repair buffer	105	908	12.8
sequential	89	2260	31.9
tap	180	225	3.18
inverter	29	110	1.56
kinds of logic after synthesis:
| group | count (synthesis) |
|---|---|
| muxes | 6 |
| xor gates and xnor gates | 96 |
| adders and majority gates | 22 |
| DFF | 89 |
| AOI/OAI and AO/OA | 139 |
| buffers and inverters | 70 |
| and+or+nand+nor | 243 |
stage by stage:
stage	cell area, um^2	std cells	total power, W	util, %	setup WS [ns]
floorplan	5830	665	0.00120	-	0.347
global placement	6790	909	0.00132	48.4	-0.0539
detailed placement	6790	909	0.00132	48.4	-0.135
CTS	7070	925	0.00220	50.3	0.207
global route	7070	925	0.00228	50.4	0.00448
finish	7070	925	0.00217	50.4	0.209
Power figures rest on the tool's default switching activity, not on a simulated workload.
